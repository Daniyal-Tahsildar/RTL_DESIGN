[config.mk]
export PLATFORM = sky130hd
export DESIGN_NAME = count_new
export DESIGN_NICKNAME = count_new
export VERILOG_FILES = /design/flow/design.v
export SDC_FILE = /design/flow/constraint.sdc
export NUM_CORES = 4
export LEC_CHECK = 1
export CORE_AREA = 10 10 70 70
export DIE_AREA = 0 0 80 80
[constraint.sdc]
current_design count_new

set clk_period 2.1
set clk_io_pct 0.2

create_clock -name clk0 -period $clk_period [get_ports {clk}]

set non_clock_inputs [all_inputs -no_clocks]
set_input_delay [expr $clk_period * $clk_io_pct] -clock clk0 $non_clock_inputs
set_output_delay [expr $clk_period * $clk_io_pct] -clock clk0 [all_outputs]
[design.v]
module count_new (
    input clk,
    input rst,
    input en,
    input load,
    input up_down,
    input [3:0] cin,
    output  wire [3:0] cout
);
reg [3:0] out;
assign cout = out;
always @ (posedge clk or posedge rst) begin
    if (rst) begin
        out <= 4'b0000;
    end
    else begin
        if (en) begin
            if (load) begin
                out <= cin;
            end
            else if (up_down) begin  
                        if (out == 4'd1111) begin
                            out <= 4'b0000;
                        end
                        else begin
                                out <= out + 1'b1;
                            end
            end
            else begin  
                        if (out == 4'b0000) begin
                            out <= 4'b1111;
                        end
                        else begin
                                out <= out - 1'b1;  
                            end
            end
        end
        else begin
            out <= out;
        end
    end
end
endmodule
[run.sh]
#!/bin/bash
# OpenROAD 26Q1-2900-gdf79404cd8, Yosys 0.63+post, stock flow scripts
make -C /OpenROAD-flow-scripts/flow DESIGN_CONFIG=/design/flow/config.mk WORK_HOME=/design/flow/orfs finish
==> metrics.cfg <==
[global_route]
grt_use_total=0.0283
grt_max_degree=10
grt_pass1_vias=326
antenna_found_initial=0
grt_pass1_wl_um=1480
gr-total-overflow=0

[layout]
largest_reg_flops=4
top_regs=out x4
fillers=390
fin_cells=96
syn2layout_area_growth_pct=65.0
top_register=out
most-common-layout-cells=clkdlybuf4s50_1, inv_1, o21ai_0
final_common_cell=clkdlybuf4s50_1
drive_gt1_frac=0.120

[timing]
finalSetupViolations=0
tightest_slew_ns=0.267
fin_skew_ns=0.000178
finalCritPeriodShare=0.757
fmax_ghz=0.629
finalSetupTns_ns=0
slew-limit-headroom=0.822
grt_setup_unrepaired=no
setup_ws_ns=0.511
final_max_slew_viol_count=0
period_minus_slack_ns=1.59
hold_viol_final=0

[synth]
yosysWarnings=2
syn_area_per_cell_sq_um=8.79
ys_area_sq_um=308
synth_top_area_share=0.325
yosysTopAreaCell=dfrtp_1
area_leaders=dfrtp_1, ha_1, o21ai_0, inv_1, a221oi_2
seq_area_frac_synth=0.325
synth_cell_types=19
syn-cell-area_sq_um=308
syn_inst=35
ys_ff=4
ys_cells=35

[clock_tree]
cts_max_path_buffers=2
cts_tree=done
clk_latency_ns=0.23
cts_resized=0
clock_sinks=4
numCtsBuffers=3
cts_root_buf=clkbuf_4
postCtsHoldBufs=0
cts_max_level=1
clk_transition_reported_paths_ns=0.04
cts_setup_buffers=0

[placed_design]
dpl.hpwl_um=740
portBuffers=12
dp_cells=93
gp_congestion=0.845
dp_slack_ns=0.465

[floorplanning]
dieArea_sq_um=6400
io_pins=13
rows=21
core_util_floorplan=0.0901
die_w_um=80
die_y_um=80
core_sq_um=3420

[worst_setup_path]
path_buffers=1
required_ns=1.68
critPathKind=reg2out
critical_path.top_delay_family=buffers and inverters
startpoint=out[2]
cp_cell_sequence=clkdlybuf4s50_1
ff2ff_setup_slack_ns=0.58
max_stage_delay_ns=0.50
rr_endpoint=out[3]
cp_slowest_cell=clkdlybuf4s50_1
endpoint_kind=output pin
crit_arrival_ns=1.17
critPathLaunchType=flip-flop
r2r-start=out[0]
crit_fanout=5
rr_worst_depth=6

[detailed_routing]
drt_wl_total_um=861
vias_per_cell=3.29
drc=0
antenna_cells=0
dr.pass1.iters=3
ant_nets=0
wl_per_cell_um=8.97
drt_iter0_drc=28
vias=316

[pwr]
leakagePower_nw=0.215
ir_worst_vdd_mv=0.159
power.density_nw_per_um2=621

[run_status]
status=completed

[flow_run]
warnings=26
cap_violations=0

[hold_path]
min_path_type=in2async

power breakdown:
group          switching (mW)  internal, mW  total (mW)
logic                  0.0444        0.0674       0.112
clock network          0.0304        0.0638      0.0943
registers              0.0194        0.0902       0.110
worst max-delay path by stage:
stage,endpoint,slack [ns],depth (start not counted)
after CTS,cout[2],0.50,1
final,cout[2],0.51,1
after global routing,cout[2],0.45,1
cell families after synthesis:
logic type,synth area share
compound gates,0.297
simple gates,0.114
fa+ha+maj,0.0813
xor+xnor,0.0285
buf+inv,0.0732
mux,0.0813
flops,0.325
synth_stat cells (all sizes together):
| library cell | number |
|---|---|
| mux2i | 1 |
| inv | 6 |
| o21ba | 1 |
| a41oi | 1 |
| o31ai | 1 |
| dfrtp | 4 |
| o22ai | 1 |
| mux2 | 1 |
| o21ai | 6 |
| a31oi | 1 |
| a21boi | 1 |
| nor2 | 1 |
| ha | 2 |
| and3 | 1 |
| nand3 | 1 |
| xor2 | 1 |
| a221oi | 1 |
| nand2 | 4 |
cell type report:
| class | count | area, sq um | area share |
|---|---|---|---|
| Multi-Input combinational cell | 25 | 185 | 0.365 |
| Timing Repair Buffer | 12 | 120 | 0.236 |
| Clock buffer | 3 | 22.5 | 0.0443 |
| Sequential cell | 4 | 100 | 0.197 |
| Inverter | 6 | 22.5 | 0.0443 |
| Tap cell | 46 | 57.6 | 0.113 |
per-layer routing:
metal	track usage	vias to the layer above	routed length, um
met5	0	-	0
met4	0.0106	0	27
met3	0.0182	2	118
met2	0.0281	16	260
met1	0.0434	144	455
li1	-	154	-
metrics by stage:
step | util | area (sq um) | hold slack, ns | total power [mW]
after floorplan | - | 308 | 0.186 | 0.163
after global placement | 0.142 | 485 | 0.606 | 0.221
after detailed placement | 0.142 | 485 | 0.619 | 0.223
after CTS | 0.149 | 508 | 0.370 | 0.322
after global routing | 0.149 | 508 | 0.384 | 0.347
final | 0.149 | 508 | 0.371 | 0.316
No activity file was given, so power comes from the tool's default toggle rates.
