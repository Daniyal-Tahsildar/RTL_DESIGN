[flow/config.mk]
export PLATFORM = sky130hd
export DESIGN_NAME = mem
export DESIGN_NICKNAME = mem
export VERILOG_FILES = /design/flow/design.v
export SDC_FILE = /design/flow/constraint.sdc
export NUM_CORES = 4
export LEC_CHECK = 1
export CORE_UTILIZATION = 40
[flow/constraint.sdc]
current_design mem

set clk_period 2.3
set clk_io_pct 0.2

create_clock -name clk0 -period $clk_period [get_ports {clk}]

set non_clock_inputs [all_inputs -no_clocks]
set_input_delay [expr $clk_period * $clk_io_pct] -clock clk0 $non_clock_inputs
set_output_delay [expr $clk_period * $clk_io_pct] -clock clk0 [all_outputs]
[flow/design.v]
module mem (
    input clk,
    input rst,
    input wr_en,
    input rd_en,
    input [3:0] rd_addr,
    input [3:0] wr_addr,
    input [3:0] data_in,
    output wire [3:0] data_out
);
reg [3:0] ram [0:15];
reg [3:0] out_r;
assign data_out = out_r;
always @ (posedge clk or posedge rst) begin
    if (rst)begin
        out_r = 4'b0000;
    end
    else begin
        if (wr_en && !rd_en) begin
            ram[wr_addr] <= data_in;
        end
        else if (rd_en && !wr_en)begin
            out_r <= ram[rd_addr];
        end
        else if (rd_en && wr_en) begin
            ram[wr_addr] <= data_in;
            out_r <= ram[rd_addr];
        end
        else 
        out_r <= out_r;
    end
end
endmodule
[flow/run.sh]
#!/bin/bash
# OpenROAD 26Q1-2900-gdf79404cd8, Yosys 0.63+post, stock flow scripts
make -C /OpenROAD-flow-scripts/flow DESIGN_CONFIG=/design/flow/config.mk WORK_HOME=/design/flow/orfs finish
==> impl_metrics.toml <==
# flow metrics
[floorplanning]
die.size.y_um = 87.3
num_rows = 30
chip_area_mm2 = 0.00762
top_level_ports = 20
core-area_mm2 = 0.00691
fp_util_pct = 42.1
dieWidth_um = 87.3

[grt]
grt_antenna_before_repair = 0
grt_pass1_wl_mm = 9.83
pin_count_of_the_biggest_net_entering_global_routing = 26
grt_pass1_vias = 1816
gr-total-overflow = 0
track_usage_pct = 19.0

[synthesis]
yosysUniqueCellTypes = 48
syn-cell-area_mm2 = 0.00291
synth-edff-count = 64
top_area_cell = "edfxtp_1"
area_leaders = "edfxtp_1 (66%), dfrtp_1 (3.4%), mux2i_1 (3.1%)"
postSynthAreaPerCell_um2 = 14.9
yosys_most_used_dff = "edfxtp_1"
yosys.cell_count.top_type = "edfxtp_1"
ys.flops = 68
synth_chip_area_mm2 = 0.00291
synth_top_area_share_pct = 66.0
ys_top_cells_by_count = "edfxtp_1 (64), nor2_1 (17), nand2_1 (10), mux2i_1 (9), nand3b_1 (8)"
warnings_synthesis = 2
synth-async-reset-ratio_pct = 5.88
syn_inst = 195
synth-cells-yosys = 195
synth_sequential_area_ratio_pct = 69.5

[setup_path]
worstSetupEndpointType = "flop"
timing.setup.critical_path_class = "in2reg"
startpoint_type = "input pin"
critical_path.reg2reg.endpoint = "out_r[3]$_DFFE_PP0P_"
critPathArrivalTime_ns = 2.12
critical_path_data_required_time_ns = 2.51
timing.critical_path.fanout_max = 16
path_common_cell = "a31oi_1"
path_cells = "clkdlybuf4s50_1, buf_4, nand3b_1, a31oi_1, nor4b_1, a31oi_1"
rrSetupSlack_ns = 0.88
cpMaxStageDelayCell = "clkdlybuf4s50_1"
max_stage_delay_ns = 0.65
rr_startpoint = "ram[14][3]$_DFFE_PP_"
ff2ff_path_depth = 5

[sta]
finalSetupViolCount = 0
headroom_to_the_max_slew_limit_pct = 52.4
tightestPinTransition_ns = 0.712
fmax_ghz = 0.524
finalHoldViolations = 0
layout_setup_ws_ns = 0.390
post-route-min-period_ns = 1.91
clock_skew_ns = 0.00793
finalSetupTns_ns = 0
final_max_slew_viol_count = 0
min_period_over_period_pct = 83.0
setup_repair_after_global_routing_missed_its_margin = "no"

[placed_design]
dp_hpwl_mm = 4.23
place_inst = 315
gp_congestion = 0.875
io_buffer_count = 19
pre_cts_slack_ns = 0.0641

[finish]
post_layout_nonfiller_instances = 331
fillers = 609
syn_to_final_growth_pct = 20.3
drive_gt1_share_pct = 15.3

[route]
detail_route.wl_per_cell_um = 18.5
starting_drt_drc_count = 104
routed_via_density = 5.31
vias = 1758
dr.pass1.iters = 4
ant_nets = 0
drc = 0
antenna_cells = 0
drt-total-wl_mm = 6.14

[clocking]
postCtsResizedCells = 0
h-tree-depth = 3
ctsRootBufferMaster = "clkbuf_8"
cts.clk_slew.worst_paths_ns = 0.08
cts_hold_buffers = 0
numCtsBuffers = 9
post_cts_buffers = 0
tritoncts_clock_tree = "built"
cts-root-to-sink-buffers = 2
insertion_delay_ns = 0.35
cts_num_sinks = 68

[power]
power_density_mw_per_mm2 = 765
power.ir.vdd_worst_uv = 320
static-leakage-power_nw = 1.16

[outcome]
outcome = "completed"

[hold_path]
hold_class = "in2async"

[flow_run]
drv.max_cap_violation_count = 0
warnings = 25
cell usage in the layout, fill, tap and decap left out, types with 2 or more instances in the layout:
cell type and instances:
clkdlybuf4s50_1 19, nand3_1 3, nand2b_1 6, mux2i_1 9
o22ai_1 3, bufinv_16 2, a21boi_0 2, a21oi_1 4
o2bb2ai_1 2, or3_1 2, a2111o_1 2, nor2_1 17
inv_1 2, buf_4 15, dfrtp_1 4, o32ai_1 3
clkbuf_8 9, nand3b_1 8, a31oi_1 4, nand4b_1 2
edfxtp_1 64, buf_12 2, nand2_1 10, nor3_1 5
inv_6 2, nor2b_1 4, a22oi_1 5
per-stage QoR:
stage,hold WS [ns],power [mW],area [µm²],util [%]
CTS,0.418,2.69,3500,50.7
global route,0.473,2.76,3500,50.7
finish,0.418,2.68,3500,50.7
detailed placement,0.528,1.62,3280,47.5
floorplan,0.235,1.51,2910,-
global placement,0.515,1.61,3280,47.5
where the power goes:
group	internal (mW)	total [mW]	leakage, nW	switching [mW]
combinational	0.101	0.204	0.427	0.104
sequential	1.38	1.39	0.623	0.00888
clock	0.617	1.09	0.110	0.470
logic make-up (layout without fill, tap and decap cells):
family,count (synthesis),after routing,share of synthesized area [%]
AOI/OAI and AO/OA,35,35,9.20
buffers and inverters,14,54,3.53
DFF,68,68,69.5
muxes,12,12,5.16
and+or+nand+nor,66,66,12.6
layer usage:
layer | wire [µm] | vias to the layer above | share of wire, % | global-route usage, %
met5 | 0 | - | 0 | 0
met4 | 158 | 0 | 2.6 | 3.73
met3 | 479 | 14 | 7.8 | 6.92
met2 | 2720 | 76 | 44 | 26.6
met1 | 2780 | 829 | 45 | 31.4
li1 | - | 839 | - | -
worst max-delay path, delay by kind of cell:
| kind | cells | cell delay [ns] |
|---|---|---|
| and+or+nand+nor | 2 | 0.47 |
| buffers and inverters | 2 | 0.92 |
| AOI/OAI and AO/OA | 2 | 0.27 |
registers in the layout, indices dropped and copies added (netlist names):
register,cells
out_r,4
ram,64
how the worst max path moves through the flow:
| stage | startpoint | end | slack [ns] | depth (start not counted) |
|---|---|---|---|---|
| 4_1_cts | rd_addr[3] | out_r[2]$_DFFE_PP0P_ | 0.42 | 6 |
| 5_1_grt | rd_addr[3] | out_r[2]$_DFFE_PP0P_ | 0.28 | 6 |
| 6_report | rd_addr[3] | out_r[2]$_DFFE_PP0P_ | 0.39 | 6 |
final cells by class:
type                       instances  area (µm²)  area share (%)
tap                               96         120            3.43
inverter                           2        7.51           0.214
clock buffer                       9         124            3.54
timing repair buffer              36         343            9.79
clock inverter                     7        98.8            2.82
multi-input combinational        113         786            22.4
sequential                        68        2020            57.8
No activity file was given, so power comes from the tool's default toggle rates.
