<file path="./design.v">
module fsm(
    input clk, rst,
    input in,
    output reg out
);
  typedef enum bit [2:0] {s0 , s1, s2 , s3 , s4 , s5} state_t;
  state_t state, next_state;
always @(posedge clk) begin
    if (rst) begin
        state <= s0;
    end
    else begin
        state <=next_state;
    end
end
always @(*) begin
        out = 1'b0;
  	next_state = state;
case(state)
    s0: begin
        if (in == 1'b1) next_state = s1;
    end
    s1: begin
        if (in == 1'b0) next_state = s2;
    end
    s2: begin
        if (in == 1'b1) next_state = s3;
    end
    s3: begin
        if (in == 1'b1) next_state = s4;
    end
    s4: begin
      if (in == 1'b0) begin
        next_state = s5;
      end
    end
    s5: begin
      	        out = 1'b1;
        if (in == 1'b1) next_state = s3;
    end
endcase
end
endmodule
</file>
<file path="./run.sh">
#!/bin/bash
# OpenROAD 26Q1-2900-gdf79404cd8, Yosys 0.63+post, stock flow scripts
make -C /OpenROAD-flow-scripts/flow DESIGN_CONFIG=/design/flow/config.mk WORK_HOME=/design/flow/orfs finish
</file>
<file path="./config.mk">
export PLATFORM = sky130hd
export DESIGN_NAME = fsm
export DESIGN_NICKNAME = fsm
export VERILOG_FILES = /design/flow/design.v
export SDC_FILE = /design/flow/constraint.sdc
export NUM_CORES = 4
export LEC_CHECK = 1
export CORE_AREA = 10 10 70 70
export DIE_AREA = 0 0 80 80
</file>
<file path="./constraint.sdc">
current_design fsm

set clk_period 1.2
set clk_io_pct 0.2

create_clock -name clk0 -period $clk_period [get_ports {clk}]

set non_clock_inputs [all_inputs -no_clocks]
set_input_delay [expr $clk_period * $clk_io_pct] -clock clk0 $non_clock_inputs
set_output_delay [expr $clk_period * $clk_io_pct] -clock clk0 [all_outputs]
</file>
==> out/results.env <==
POST-SYNTH-TOP-COUNT-CELL='sky130_fd_sc_hd__nor2_1'
GRT.OVERFLOW.TOTAL=0
DETAILROUTE.VIA_COUNT=158
RUN_STATUS='complete, no violations'
P_INT_uW=335.3
DELAY_HEAVIEST_FAMILY_CP='flip-flops'
WL_UM=434
SETUP_REPAIR_AFTER_GLOBAL_ROUTING_MISSED_ITS_MARGIN='false'
ADDER_SHARE=0
FINCLKSKEW_NS=0.001790
NUM_ANTENNA_CELLS=0
DRC=0
CP_CELL_SEQUENCE='dlygate4sd2_1'
XOR_AREA_FRAC=0
YS_CELLS=20
FINAL_ESTIMATED_ROUTING_CONGESTION_IN_GLOBAL_PLACEMENT=0.6764
YS.WARNINGS.COUNT=1
TIMING_WORST_SETUP_PATH_TYPE='register to output pin'
FINAL.PERIOD_UTILIZATION=0.8690
SYNTHCELLS=20
AREA.GROWTH.SYNTH_TO_FINAL_PCT=59.46
WORSTPATHBUFFERINVERTERCOUNT=1
FIN_WORST_HOLD_SLACK_NS=0.4619
NUMBER_OF_GLOBAL_ROUTE_VIAS_BEFORE_REPAIR=172
CTS.ROOT.BUFFER_CELL='sky130_fd_sc_hd__clkbuf_4'
COUNT_OF_STATE_ELEMENTS_AFTER_SYNTHESIS=6
WORST_SKEW_PAIR.LATE_LATENCY_NS=0.24
CLKTRANSATPATHREGS_NS=0.04
DIE.SIZE.Y_UM=80
DETAIL-ROUTE-ANTENNA-NETS=0
DIE_OUTLINE_WIDTH_UM=80
POWER_SWITCHING_uW=84.48
INITIALDRTVIOLATIONCOUNT=2
TIMING.MAX_SLEW.REL_SLACK=0.8518
CRITPATHLAUNCHTYPE='register'
CTS_TREE='built'
HIGHEST_FANOUT_SEEN_ON_THE_CRITICAL_PATH=3
LARGEST_REGISTER_FF_COUNT=6
TIMING.FINAL.SETUP_VIOLATIONS=0
POST_SYNTH_AND_OR_NAND_NOR_AREA_FRACTION=0.2500
YOSYS_MOST_USED_DFF='sky130_fd_sc_hd__dfxtp_1'
YS_AREA_SQ_UM=185.2
SYNTHTOPCELLSBYCOUNT='sky130_fd_sc_hd__nor2_1, sky130_fd_sc_hd__dfxtp_1, sky130_fd_sc_hd__nor3_1'
REGTOREGSETUPSLACK_NS=0.52
AOI_SHARE=0.08108
LARGEST_AREA_CONTRIBUTOR_IN_THE_SYNTHESIZED_NETLIST='sky130_fd_sc_hd__dfxtp_1'
EDF_COUNT=0
VIAS_PER_CELL=2.194
NETLIST-CELL-TYPE-COUNT=7
WORST_PIN_SLEW_NS=0.2216
CTS-HTREE-LEVELS=1
CORE_SQ_MM=0.003416
NETSWITCHINGFRACTION=0.2012
TOPCELLSBYAREA='sky130_fd_sc_hd__dfxtp_1, sky130_fd_sc_hd__nor2_1, sky130_fd_sc_hd__nor3_1'
HOLD_VIOLATIONS=0
CRITICAL_PATH_ARRIVAL_NS=0.80
WORST_PATH_LARGEST_CELL_DELAY_NS=0.32
LAYOUT.CELL_AREA.NON_FILLER_SQ_UM=295.3
DRT_PASS1_ITERATIONS=2
TRACK_USAGE=0.01532
SLOWEST_STAGE='sky130_fd_sc_hd__dfxtp_2'
POST_CTS_RESIZE_COUNT=2
PORT_BUFFERS=3
LEAKAGEPOWER_uW=0.0001070
SLEW_VIOL_FINAL=0
SYNTHESIS.AREA_SQ_UM=185.2
PLACED_AREA_SQ_UM=272.8
TIMING.CRITICAL_PATH.TO_TYPE='output pin'
POST_SYN_AREA_PER_CELL_SQ_UM=9.259
WARNING_COUNT=25
POWER.SEQUENTIAL.FRACTION=0.509
MAXIMUM_NUMBER_OF_PINS_ON_ONE_NET_BEFORE_GLOBAL_ROUTE_REPAIR=7
BIGGESTREGSBYFLOPS='state (6)'
DRIVE_GT1_FRAC=0.1538
SYNTH.AREA.MUX_SHARE=0
SYNTH_SEQUENTIAL_AREA_RATIO=0.6486
REGMOSTFLOPS='state'
YS_TOP_LOGIC_FAMILY='simple AND/OR/NAND/NOR gates'
PLACE_HPWL_UM=332.7
POST_CTS_HOLD_BUFFER_COUNT=0
COUNT_OF_BUFFERS_ADDED_BY_POST_CTS_TIMING_REPAIR_FOR_SETUP=0
CTS_BUFFERS=3
MAX_CLOCK_BUF_DEPTH=2
CTS.SINK_COUNT=6
IR_WORST_VDD_V=0.0005600
SYNTH-ASYNC-RESET-RATIO=0
FMAX_GHz=0.9589
PLACEMENTROWS=21
POWERDENSITY_mW_PER_MM2=1422
POWER.CLOCK.FRACTION=0.428
GRT_FIRST_PASS_WIRELENGTH_UM=731
INITCOREUTIL=0.05421
CAP_VIOLATIONS=0
IO-PIN-COUNT=4
CP.REQUIRED_NS=0.96
SYNTH_TOP_AREA_SHARE=0.6486
POST_DRT_WL_PER_CELL_UM=6.028
HP-CLASS='register to register'
MIN_PERIOD_NS=1.043
DESIGN.DIE.AREA_SQ_MM=0.006400
POWER_FRAC_COMB=0.063
ANTENNA_FOUND_INITIAL=0
[path summary, 6_finish.rpt]
kind / startpoint / endpoint / cells past startpoint
setup / recovery: state[4] / out / 1
hold reg to reg: state[0] / state[0] / 1
hold / removal: state[0] / state[0] / 1
setup reg to reg: state[2] / state[5] / 2
[final cells by class]
type | instances | area (sq um)
Fill cell | 405 | 3120
Multi-Input combinational cell | 13 | 61.31
Clock buffer | 3 | 22.52
Sequential cell | 6 | 121.4
Inverter | 1 | 3.754
Tap cell | 46 | 57.56
Timing Repair Buffer | 3 | 28.78
[power by group through the flow]
stage,registers [uW],clock network (uW),logic [uW]
finish,214,180,26.3
global route,215,201,29.9
CTS,214,184,26.8
[cells in the final DEF (no fill, tap or decap)]
master and instances:
sky130_fd_sc_hd__nor2_1 8, sky130_fd_sc_hd__dfxtp_1 5, sky130_fd_sc_hd__clkbuf_4 3, sky130_fd_sc_hd__nor3_1 2, sky130_fd_sc_hd__clkdlybuf4s50_1 2, sky130_fd_sc_hd__nand2b_1 1
sky130_fd_sc_hd__inv_1 1, sky130_fd_sc_hd__a21o_1 1, sky130_fd_sc_hd__a211oi_1 1, sky130_fd_sc_hd__dlygate4sd2_1 1, sky130_fd_sc_hd__dfxtp_2 1
[logic make-up after synthesis]
| logic type | Yosys count |
|---|---|
| AND-OR/OR-AND | 2 |
| buffers and inverters | 1 |
| flip-flops | 6 |
| AND/OR/NAND/NOR | 11 |
[metrics by stage]
step	setup TNS (ns)	util	worst slack [ns]	total power, uW	instances
2_1_floorplan	0	-	0.5827	228.0	20
3_3_place_gp	0	0.07985	0.01683	240.9	69
3_5_place_dp	-0.03012	0.07985	-0.03012	243.7	69
4_1_cts	0	0.08645	0.1421	424.6	72
5_1_grt	0	0.08645	0.1173	446.0	72
6_report	0	0.08645	0.1572	419.8	72
[per-layer routing]
layer	vias up	part of all wire	track usage
met2	8	0.35	0.01766
li1	77	-	-
met4	0	0	0.003521
met5	-	0	0
met1	73	0.53	0.01874
met3	0	0.12	0.01591
No activity file was given, so power comes from the tool's default toggle rates.
